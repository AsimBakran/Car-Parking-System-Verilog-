**flow/design.v**
```verilog
module car_parking_system(
    input clk, reset,
    input sensor_entrance, sensor_out,
    input [2:0] password,
    output reg gate_state,
    output reg [2:0] led_state
);
    parameter IDLE            = 3'b000,
              WAIT_PASSWORD   = 3'b001,
              RIGHT_PASSWORD  = 3'b010,
              WRONG_PASSWORD  = 3'b011,
              STOP            = 3'b100;
    reg [2:0] current_state, next_state;
    always @(posedge clk or posedge reset) begin
        if (reset)
            current_state <= IDLE;
        else
            current_state <= next_state;
    end
    always@(posedge clk)
        begin
        gate_state <= 1'b0;     
        led_state <= 3'b000;    
            case (current_state)
            IDLE: begin
                if (sensor_entrance) begin
                    led_state <= 3'b001;
                    gate_state <= 1'b0;  
                end
                else begin
                    led_state <= 3'b000;  
                    gate_state <= 1'b0;
                end
            end
            WAIT_PASSWORD: begin
                if (password == 3'b101) begin
                    led_state <= 3'b100;  
                    gate_state <= 1'b1;    
                end
                else begin
                    led_state <= 3'b010;  
                    gate_state <= 1'b0;
                end
            end
            RIGHT_PASSWORD: begin
                gate_state <= 1'b1;  
                led_state <= 3'b100;
                if (sensor_entrance && sensor_out) begin
                    gate_state <= 1'b0;  
                end
                else if (~sensor_entrance && sensor_out) begin
                    gate_state <= 1'b0;
                end
            end
            WRONG_PASSWORD: begin
                led_state <= 3'b010;  
                if (password == 3'b101) begin
                    led_state <= 3'b100;
                    gate_state <= 1'b1;
                end
            end
            STOP: 
                begin
                    led_state <= 3'b010;  
                    if (password == 3'b101) begin
                        led_state <= 3'b100;
                        gate_state <= 1'b1;
                end
            end
            default:
                begin
                    led_state <= 3'b000;
                    gate_state <= 1'b0;
                end
              endcase    
        end
    always @(*) begin
        next_state = current_state;
        case (current_state)
            IDLE: begin
                if (sensor_entrance) begin
                    next_state = WAIT_PASSWORD;
                end
                else begin
                    next_state = IDLE;
                end
            end
            WAIT_PASSWORD: begin
                if (password == 3'b101) begin
                    next_state = RIGHT_PASSWORD;
                end
                else begin
                    next_state = WRONG_PASSWORD;
                end
            end
            RIGHT_PASSWORD: begin
                if (sensor_entrance && sensor_out) begin
                    next_state = STOP;
                end
                else if (~sensor_entrance && sensor_out) begin
                    next_state = IDLE;
                end
            end
            WRONG_PASSWORD: begin
                if (password == 3'b101) begin
                    next_state = RIGHT_PASSWORD;
                end
            end
            STOP: begin
                if (password == 3'b101) begin
                    next_state = RIGHT_PASSWORD;
                end
            end
        endcase
    end
endmodule
```
**flow/config.mk**
```make
export PLATFORM = sky130hd
export DESIGN_NAME = car_parking_system
export DESIGN_NICKNAME = car_parking_system
export VERILOG_FILES = /design/flow/design.v
export SDC_FILE = /design/flow/constraint.sdc
export NUM_CORES = 4
export LEC_CHECK = 1
export CORE_AREA = 10 10 70 70
export DIE_AREA = 0 0 80 80
```
**flow/constraint.sdc**
```tcl
current_design car_parking_system

set clk_period 1.8
set clk_io_pct 0.2

create_clock -name clk0 -period $clk_period [get_ports {clk}]

set non_clock_inputs [all_inputs -no_clocks]
set_input_delay [expr $clk_period * $clk_io_pct] -clock clk0 $non_clock_inputs
set_output_delay [expr $clk_period * $clk_io_pct] -clock clk0 [all_outputs]
```
**flow/run.sh**
```bash
#!/bin/bash
# OpenROAD 26Q1-2900-gdf79404cd8, Yosys 0.63+post, stock flow scripts
make -C /OpenROAD-flow-scripts/flow DESIGN_CONFIG=/design/flow/config.mk WORK_HOME=/design/flow/orfs finish
```
==> impl_metrics.py <==
# Physical implementation metrics
metrics = {
    "grt": {
        "antenna_found_initial": 0,
        "grt_pass1_vias": 220,
        "grt.overflow.total": 0,
        "grt.total_usage": 0.01932,
        "grt_pass1_wl_um": 945,
        "grt_max_degree": 7,
    },
    "run_status": {
        "status": "finished clean",
    },
    "setup_path": {
        "critPathMaxFanout": 1,
        "required_ps": 1440,
        "cp_slowest_cell": "clkdlybuf4s50_1",
        "worstSetupPathType": "register to output port",
        "cpPeakStageDelay_ps": 470,
        "cp_cell_sequence": "clkdlybuf4s50_1",
        "critical-path-top-delay-family": "buffers and inverters",
        "endpoint_kind": "output port",
        "critPathLaunchType": "register",
        "crit_buf_inv": 1,
        "worstPathArrival_ps": 1030,
    },
    "detailed_routing": {
        "drcViolationCount": 0,
        "dr_wl_met3_um": 140,
        "drt-initial-drc-count": 11,
        "routedWlPerCell_um": 7.614,
        "wl_met2_um": 240,
        "postRouteAntennaNets": 0,
        "vias": 223,
        "routed_wl_um": 632,
        "top_layer": "met3",
        "met1_length_um": 251,
        "first_pass_iters": 4,
        "antenna_cells": 0,
        "routed_via_density": 2.687,
    },
    "sta": {
        "fin_worst_hold_slack_ps": 293.9,
        "setup_viol": 0,
        "fin_worst_skew_ps": 4.862,
        "period_used_share": 0.7712,
        "fmax_ghz": 0.7204,
        "rsz0062_at_grt": "no",
        "fin_tns_setup_ps": 0,
        "finalHoldViolCount": 0,
        "relSlewSlack": 0.8606,
        "min_period_ps": 1388,
        "tightest_slew_ps": 208.0,
        "finalMaxSlewViolations": 0,
    },
    "clocking": {
        "clock_path_buffers": 2,
        "tritoncts": "built",
        "clockRootBuffer": "clkbuf_4",
        "cts_sinks": 9,
        "cts.clk_slew.worst_paths_ps": 60,
        "hold_buffers": 0,
        "htreeDepth": 1,
        "cts_resized": 0,
        "cts_setup_buffers": 0,
        "cts_buffers": 3,
        "clock_latency_ps": 260,
    },
    "cells_and_area": {
        "lay_top_cells": "clkdlybuf4s50_1 (10), dfrtp_1 (4), dfxtp_1 (4)",
        "comb_area_um2": 95.09,
        "regArea_um2": 206.4,
        "lay_top_count": "clkdlybuf4s50_1",
        "syn2layout_area_growth_pct": 59.51,
        "drive_gt1_frac": 0.1622,
        "fillCellCount": 386,
    },
    "synthesis": {
        "yosys_cells": 23,
        "netlist_instances": 23,
        "ys_chip_area_um2": 309.0,
        "ys_seq_frac": 0.6680,
        "ys_types": 14,
        "ys.flops": 9,
        "netlist_area_um2": 309.0,
        "avgSynthCellArea_um2": 13.44,
        "synth_warnings": 1,
    },
    "floorplan": {
        "die_x_um": 80,
        "core_area_um2": 3416,
        "io_pins": 11,
        "rows": 21,
        "dieHeight_um": 80,
        "chipArea_um2": 6400,
        "initial_core_util": 0.09048,
    },
    "placed_design": {
        "portBuffers": 10,
        "dp_hpwl_um": 502.2,
        "gp_congestion": 0.6643,
    },
    "flow_run": {
        "log.warning_count": 25,
        "max_cap_viol_count": 0,
    },
    "power_and_ir_drop": {
        "ir_worst_vdd_mv": 0.1537,
        "powerDensity_nw_per_um2": 969.2,
        "p_leak_nw": 0.1948,
    },
    "min_path": {
        "worstHoldPathType": "input port to asynchronous set/reset pin",
    },
}
-- final cells by class --
cell class                 count  area share
sequential                     9      0.4188
timing repair buffer          10      0.2030
multi-input combinational     12      0.1929
tap                           46      0.1168
clock buffer                   4     0.05330
inverter                       2     0.01523
-- stage by stage --
step | instances | power, W | setup WS (ps) | cell area [µm²] | util
after floorplan | 23 | 0.0002809 | 956.5 | 309.0 | -
after global placement | 79 | 0.0003325 | 481.9 | 466.7 | 0.1366
after detailed placement | 79 | 0.0003331 | 468.6 | 466.7 | 0.1366
after CTS | 83 | 0.0004834 | 378.3 | 493.0 | 0.1443
after global routing | 83 | 0.0005062 | 345.8 | 493.0 | 0.1443
final | 83 | 0.0004778 | 411.9 | 493.0 | 0.1443
-- flip-flops by register name, indices dropped and copies added, names as in the netlist --
name / cells
led_state: 3
current_state: 5
gate_state: 1
-- power breakdown --
| part | leakage [nW] | internal (W) | switching, W | total, W |
|---|---|---|---|---|
| clock network | 0.0150 | 0.0000850 | 0.0000640 | 0.000149 |
| registers | 0.0978 | 0.000231 | 0.0000146 | 0.000245 |
| logic | 0.0820 | 0.0000585 | 0.0000248 | 0.0000834 |
| total | 0.195 | 0.000374 | 0.000103 | 0.000478 |
-- routing by layer --
metal  up-vias  global-route usage
li1        110                   -
met1       102             0.01888
met2        11             0.02889
met3         0             0.01932
met4         0            0.003521
met5         -                   0
-- worst paths after layout --
kind	slack, ps	cells after the start	end	from
min reg2reg	520	1	current_state[4]	current_state[3]
max reg2reg	950	2	gate_state	current_state[4]
min	290	2	current_state[2]	reset
min in group clk0	520	1	current_state[4]	current_state[3]
max in group asynchronous	1270	2	current_state[0]	reset
max	410	1	led_state[0]	led_state[0]
-- cells by family (layout without fill, tap and decap cells) --
logic type,count (synthesis),after routing,share of synthesized area
buffers and inverters,2,16,0.02430
and+or+nand+nor,5,5,0.1498
DFF,9,9,0.6681
AOI/OAI and AO/OA,7,7,0.1579
-- cells in the mapped netlist --
master	n	share of area
a21oi_1	1	0.016
inv_1	2	0.024
and2_1	2	0.040
o21ai_0	1	0.016
o21a_1	1	0.024
nor2_1	1	0.012
o31a_1	1	0.028
dfrtp_1	4	0.32
dfstp_2	1	0.085
o22ai_1	2	0.040
nand3b_4	1	0.065
dfxtp_1	4	0.26
a32o_1	1	0.032
nor3_2	1	0.032
Power and IR drop assume default switching activity.
